==> design/flow/config.mk <==
export PLATFORM = sky130hd
export DESIGN_NAME = adcF
export DESIGN_NICKNAME = adcF
export VERILOG_FILES = /design/flow/design.v
export SDC_FILE = /design/flow/constraint.sdc
export NUM_CORES = 4
export LEC_CHECK = 1
export CORE_UTILIZATION = 40
==> design/flow/constraint.sdc <==
current_design adcF

set clk_period 4.5
set clk_io_pct 0.2

create_clock -name clk0 -period $clk_period [get_ports {clk8m}]

set non_clock_inputs [all_inputs -no_clocks]
set_input_delay [expr $clk_period * $clk_io_pct] -clock clk0 $non_clock_inputs
set_output_delay [expr $clk_period * $clk_io_pct] -clock clk0 [all_outputs]
==> design/flow/design.v <==
`timescale 1ns / 1ps
	    module adcF(
		  input clk8m,
		  output clk500K,
		  input rst,
		  input EOC,             
		  output reg START,
		  output reg OE,
		  input [7:0] DATA,
		  output reg [7:0] DATA_R
		  );
		  reg [4:0]  CS,NS;  
		  reg [7:0]  clk_cnt = 0;
		  reg [24:0]  cnt1s;
		  reg [7:0]  data_reg;
        reg clk_out = 0; 
		  parameter   IDLE=5'b00001,
							START_H=5'b00010,
							START_L=5'b00100,
							CHECK_END=5'b01000,
							GET_DATA=5'b10000;  
			assign clk500K = clk_out;
			always@(posedge clk8m or posedge rst)
				if(rst)
					begin
						clk_cnt<=0;
						clk_out<=0;
					end
				else
					begin
						if(clk_cnt==7)
							begin
								clk_out<=1;
								clk_cnt<=clk_cnt+1;
							end
						else if(clk_cnt==15)
							begin
								clk_out<=0;
								clk_cnt<=0;
							end
						else
							clk_cnt<=clk_cnt+1;
						if(cnt1s==7999999)
							begin
								cnt1s<=0;
								DATA_R<=data_reg;
							end
						else
							cnt1s<=cnt1s+1;
					end
			always@(posedge clk500K or posedge rst)
				if(rst)
					begin
						CS<=IDLE;
						NS=IDLE;
						START<=0;
						OE<=0;
						data_reg<=0;
					end
				else
					begin
						CS<=NS;
						case(CS)
							IDLE:	NS=START_H;
							START_H:	NS=START_L;
							START_L:        NS=CHECK_END; 
							CHECK_END:  if(EOC)       NS=GET_DATA;  else    NS=CHECK_END; 
							GET_DATA:        NS=IDLE;      
							default:        NS=IDLE; 
						endcase
						case(NS) 
							IDLE: begin  OE<=0;   START<=0; end
							START_H:  begin OE<=0;  START<=1;   end
							START_L:   begin OE<=0; START<=0; end
							CHECK_END:  begin   OE<=0;end
							GET_DATA:   begin   OE<=1;
													START<=0;   
													data_reg<=DATA;
													end   
							default:   begin   OE<=0;  START<=0; end 
						endcase 
					end
endmodule
==> design/flow/run.sh <==
#!/bin/bash
# OpenROAD 26Q1-2900-gdf79404cd8, Yosys 0.63+post, stock flow scripts
make -C /OpenROAD-flow-scripts/flow DESIGN_CONFIG=/design/flow/config.mk WORK_HOME=/design/flow/orfs finish
==> flow_summary.yaml <==
# yosys + openroad results
placed_design:
  gp_congestion: 0.814
  dp_hpwl_mm: 3.18
  port_buffers: 21
clock_tree:
  tritoncts: "built"
  htreeDepth: 2
  cts_hold_buffers: 0
  cts_resized: 0
  clkTransAtPathRegs_ps: 80
  cts_buffer_depth: 2
  clk_latency_ps: 300
  cts_root_buf: "clkbuf_8"
  numCtsBuffers: 5
  cts_setup_buffers: 0
timing:
  fin_tns_setup_ps: 0
  unclocked_regs: 20
  finalSetupViolations: 0
  fmax_mhz: 407
  slew_violations: 0
  timing.final.crit_share_pct: 54.6
  rsz0062_at_grt: "false"
  worst_slew_pin_slew_ps: 702
  fin_skew_ps: 13.9
  hold_viol: 0
  min_period_ps: 2460
  untimed_endpoints: 30
  max_slew_margin_pct: 53.1
floorplan:
  dieHeight_um: 83.7
  fp_util_pct: 41.8
  io_pins: 22
  die_area_um2: 7000
  die_x_um: 83.7
  core_area_um2: 6390
  num_rows: 29
finish:
  top_register: "cnt1s"
  area_growth_syn_to_layout_pct: 16.8
  final.fill_count: 553
  largest_reg_flops: 25
  layout-drive-gt1-share_pct: 13.1
global_route:
  globalRouteTotalUtil_pct: 14.1
  grt_overflow_total: 0
  grt_pass1_vias: 1567
  grt_max_degree: 36
  antenna_found_initial: 0
  grt_pass1_wl_mm: 7.56
setup_path:
  start_kind: "flop"
  reg2reg_to: "cnt1s[7]"
  reg2regPathDepth: 4
  cp.buffers_inverters: 1
  setup.worst_path.end_class: "primary output"
  critical_path_class: "flop to primary output"
  cp_top_family: "flip-flops"
  arrival_ps: 1560
  cp_data_required_time_ps: 3600
  cp_slowest_cell: "dfrtp_1"
  crit_fanout: 22
  worstPathCellList: "clkdlybuf4s50_1"
  critPathMaxStageDelay_ps: 700
  timing.reg2reg.setup_slack_ps: 2470
  rr_startpoint: "cnt1s[9]"
yosys:
  avgSynthCellArea_um2: 13.0
  postSynthSeqShare_pct: 64.4
  ys_ff: 62
  syn_area_um2: 2670
  largest_area_cell: "edfxtp_1"
  ys_top_cells_by_area: "edfxtp_1 (37%), dfrtp_1 (25%), xnor2_1 (3.9%)"
  synthCells: 205
  ys_cells: 205
  netlist.area_leader.share_pct: 37.1
  ys_warn_count: 1
  ys_types: 36
  synth_chip_area_um2: 2670
routing:
  antenna-diode-count: 0
  ant_nets: 0
  totalWireLength_mm: 4.38
  vias: 1638
  vias_per_cell: 5.22
  drcViolationCount: 0
  drt_pass1_iterations: 4
  wl_per_cell_um: 14.0
  drt-initial-drc-count: 71
job:
  drv_cap: 0
  tool_warnings: 25
worst_hold_path:
  whs_endpoint: "clk_cnt[7]"
  whs_path_depth: 1
  worstHoldStart: "clk_cnt[7]"
  hold_path_class: "flop to flop"
power:
  finalPower_w: 0.000795
  peakVddDrop_v: 0.000193
  power_density_nw_per_um2: 255
  p_leak_nw: 1.18
status:
  outcome: "finished clean"
cells in the final DEF (no fill, tap or decap), drive strengths merged:
master / n
clkinv: 1
clkdlybuf4s50: 21
xor2: 11
and3: 8
a2111oi: 1
o21ai: 4
dfrtp: 27
nor2b: 1
nor3: 7
or3b: 1
or3: 1
or2: 1
a21o: 2
nand4: 7
nand2: 13
inv: 4
buf: 3
xnor2: 12
dfstp: 2
nand3: 16
and2: 1
and4: 6
ha: 2
nand3b: 1
edfxtp: 33
a211o: 1
nor4: 8
a41oi: 1
clkbuf: 5
nor4b: 4
mux2: 8
nor2: 17
or4: 1
a21oi: 4
bufinv: 1
nor3b: 1
report_power, final:
part           internal (W)  leakage [nW]  total [W]  switching [W]
clock              0.000166        0.0585   0.000296       0.000130
sequential         0.000437         0.693   0.000455      0.0000177
combinational     0.0000218         0.430  0.0000446      0.0000228
total              0.000625          1.18   0.000795       0.000170
cell families after synthesis:
group / Yosys count / share of synthesized area (%)
AOI/OAI and AO/OA: 13 / 3.05
xor gates and xnor gates: 23 / 7.55
adders and majority gates: 2 / 0.938
buffers and inverters: 3 / 0.422
DFF: 62 / 64.4
muxes: 8 / 3.38
and+or+nand+nor: 94 / 20.2
layout make-up:
class / count / area (um2) / area share (%)
clock inverters: 3 / 43.8 / 1.41
inverters: 3 / 11.3 / 0.361
repair buffers: 24 / 233 / 7.47
multi-input cells: 140 / 943 / 30.3
clock buffers: 5 / 68.8 / 2.21
well taps: 77 / 96.3 / 3.09
flip-flops and latches: 62 / 1720 / 55.2
synth_stat cells:
master,n
and4_1,5
nor2b_1,1
a21o_1,2
and3_1,7
o21ai_0,4
nand4_2,1
nor4b_1,4
nor3_2,1
nand3b_1,1
dfrtp_1,27
nor3_1,6
nor4_2,1
xnor2_1,12
nand3_1,16
or4_4,1
nor2_1,17
ha_1,2
and3_2,1
a2111oi_0,1
nand4_1,6
edfxtp_1,33
xor2_1,11
or3b_2,1
or2_2,1
inv_1,3
a211o_1,1
and2_1,1
dfstp_2,2
mux2_2,8
a21oi_1,4
or3_1,1
a41oi_1,1
and4_2,1
nor3b_1,1
nand2_1,13
nor4_1,7
worst reg2reg max path, cell delays in order, from the launching register on:
cell	delay, ps
edfxtp_1	470
nor4b_1	480
nand4_1	250
nor3_2	460
nor2_1	100
per-layer routing:
layer	global-route usage [%]	wire (um)	vias up
met4	1.39	42	0
met1	26.1	2370	784
met5	0	0	-
li1	-	-	832
met3	2.91	141	4
met2	18.9	1830	18
through the flow:
stage	hold WS [ps]	instances	setup slack [ps]	cell area (um2)	utilization [%]
after floorplan	447	205	2110	2670	-
final	479	314	2040	3120	48.8
after global placement	474	306	1840	3000	47.0
after global routing	518	314	1920	3120	48.8
after detailed placement	478	306	1830	3000	47.0
after CTS	488	314	2010	3120	48.8
worst max-delay path by stage:
stage,from,end,slack [ps],cells past startpoint
after global routing,clk_out,clk500K,1920,1
after CTS,clk_out,clk500K,2010,1
final,clk_out,clk500K,2040,1
Power and IR drop assume default switching activity.
